## design.v

```verilog
module K(address, value);
	input[5:0] address;
	output[31:0] value;
	wire[31:0] k[0:63];
	assign k[0] = 32'h428a2f98; assign k[1] = 32'h71374491; assign k[2] = 32'hb5c0fbcf; assign k[3] = 32'he9b5dba5; 
	assign k[4] = 32'h3956c25b; assign k[5] = 32'h59f111f1; assign k[6] = 32'h923f82a4; assign k[7] = 32'hab1c5ed5; 
	assign k[8] = 32'hd807aa98; assign k[9] = 32'h12835b01; assign k[10] = 32'h243185be; assign k[11] = 32'h550c7dc3; 
	assign k[12] = 32'h72be5d74; assign k[13] = 32'h80deb1fe; assign k[14] = 32'h9bdc06a7; assign k[15] = 32'hc19bf174; 
	assign k[16] = 32'he49b69c1; assign k[17] = 32'hefbe4786; assign k[18] = 32'h0fc19dc6; assign k[19] = 32'h240ca1cc; 
	assign k[20] = 32'h2de92c6f; assign k[21] = 32'h4a7484aa; assign k[22] = 32'h5cb0a9dc; assign k[23] = 32'h76f988da; 
	assign k[24] = 32'h983e5152; assign k[25] = 32'ha831c66d; assign k[26] = 32'hb00327c8; assign k[27] = 32'hbf597fc7; 
	assign k[28] = 32'hc6e00bf3; assign k[29] = 32'hd5a79147; assign k[30] = 32'h06ca6351; assign k[31] = 32'h14292967; 
	assign k[32] = 32'h27b70a85; assign k[33] = 32'h2e1b2138; assign k[34] = 32'h4d2c6dfc; assign k[35] = 32'h53380d13; 
	assign k[36] = 32'h650a7354; assign k[37] = 32'h766a0abb; assign k[38] = 32'h81c2c92e; assign k[39] = 32'h92722c85; 
	assign k[40] = 32'ha2bfe8a1; assign k[41] = 32'ha81a664b; assign k[42] = 32'hc24b8b70; assign k[43] = 32'hc76c51a3; 
	assign k[44] = 32'hd192e819; assign k[45] = 32'hd6990624; assign k[46] = 32'hf40e3585; assign k[47] = 32'h106aa070; 
	assign k[48] = 32'h19a4c116; assign k[49] = 32'h1e376c08; assign k[50] = 32'h2748774c; assign k[51] = 32'h34b0bcb5; 
	assign k[52] = 32'h391c0cb3; assign k[53] = 32'h4ed8aa4a; assign k[54] = 32'h5b9cca4f; assign k[55] = 32'h682e6ff3; 
	assign k[56] = 32'h748f82ee; assign k[57] = 32'h78a5636f; assign k[58] = 32'h84c87814; assign k[59] = 32'h8cc70208; 
	assign k[60] = 32'h90befffa; assign k[61] = 32'ha4506ceb; assign k[62] = 32'hbef9a3f7; assign k[63] = 32'hc67178f2; 
	assign value = k[address];
endmodule
```

## run.sh

```bash
#!/bin/bash
# OpenROAD 26Q1-2900-gdf79404cd8, Yosys 0.63+post, stock flow scripts
make -C /OpenROAD-flow-scripts/flow DESIGN_CONFIG=/design/flow/config.mk WORK_HOME=/design/flow/orfs finish
```

## config.mk

```make
export PLATFORM = sky130hd
export DESIGN_NAME = K
export DESIGN_NICKNAME = K
export VERILOG_FILES = /design/flow/design.v
export SDC_FILE = /design/flow/constraint.sdc
export NUM_CORES = 4
export LEC_CHECK = 1
export CORE_UTILIZATION = 40
```

## constraint.sdc

```tcl
current_design K

set clk_period 3.6
set clk_io_pct 0.2

create_clock -name clk0 -period $clk_period

set non_clock_inputs [all_inputs -no_clocks]
set_input_delay [expr $clk_period * $clk_io_pct] -clock clk0 $non_clock_inputs
set_output_delay [expr $clk_period * $clk_io_pct] -clock clk0 [all_outputs]
```

==> job_summary.md <==
## Synthesis and layout report

| Metric | Value |
|---|---|
| Tot GR Track Use | `0.412` |
| Initial Util | `0.423` |
| Fmax | `276 MHz` |
| Critical path class | `input pin to output port` |
| Final setup viols | `1` |
| Crit path time final | `3.62 ns` |
| Synth Cell Area | `0.00294 mm²` |
| Antenna cells | `0` |
| Initial DRC count | `735` |
| Tool warnings | `32` |
| HPWL Detailed | `11000 µm` |
| Period utilization | `1.01` |
| Fillers | `716` |
| Outcome | `finished with violations` |
| Cell count after placement | `613` |
| Critical Path AT | `2.90 ns` |
| Antenna violations before repair | `0` |
| Failing checks | `setup timing` |
| Avg Cell Area, Syn | `6.07 µm²` |
| Drt total wl | `15300 µm` |
| GP Congestion | `1.05` |
| MI comb area | `0.00257 mm²` |
| Grt ovf | `0` |
| Die y size | `87.7 µm` |
| Layout cells sized above 1 | `0.151` |
| Post-CTS setup buffer count | `0` |
| Dominant cell area share | `0.102` |
| Worst Max-Slew Pin Slew | `0.973 ns` |
| Leakage | `1.29 nW` |
| Slew Viols, Final | `0` |
| I/O Buffers | `38` |
| Top cells by count | `o21ai_0 (60), a21oi_1 (57), buf_2 (46)` |
| Worst setup EP type | `output port` |
| Vias per cell | `7.31` |
| Die ar. | `0.00769 mm²` |
| Worst VDD drop | `0.110 mV` |
| RSZ-0062 raised after global routing | `false` |
| Site Rows | `30` |
| Vias in the first global route | `4053` |
| Final Hold Vio Count | `0` |
| Synth area leader | `o21ai_0` |
| Synth Seq Share | `0` |
| Yosys chip area | `0.00294 mm²` |
| Crit path DRT | `2.88 ns` |
| Antenna Violating Nets Remaining | `0` |
| WHS Path Cells | `3` |
| Largest net degree at the start of global routing | `42` |
| FF+latch area | `0 µm²` |
| Max-slew headroom | `0.349` |
| Cell with the most instances after synthesis | `o21ai_0` |
| Setup WS pre-CTS | `0.110 ns` |
| Synthesized instance count | `484` |
| First-pass GRT wire length | `23400 µm` |
| Drt wl/cell | `25.0 µm` |
| Drc violations | `0` |
| Post-CTS sizing | `0` |
| Core area | `0.00694 mm²` |
| Seq cells | `0` |
| Main area contributors | `o21ai_0 (10%), a21oi_1 (9.7%), buf_2 (7.8%)` |
| DRT Pass-1 Iters | `6` |
| Top Ports | `38` |
| CP max FO | `24` |
| Startpoint Class | `input pin` |
| P per Cell Area | `154 mW/mm²` |
| Syn. warnings | `1` |
| Cells in synth_stat.txt | `484` |
| Max Cap Violations | `0` |
| Non-filler cells, final | `613` |
| Die width | `87.7 µm` |
| Cts hold-fix bufs | `0` |
| Yosys cell types | `73` |
| Vias | `4478` |
| Min-delay worst type | `input pin to output port` |
| Clock buffer count in the final layout | `0` |
| Area delta synth->final | `23.1%` |
| Hold WS | `2.27 ns` |
| Setup ws final | `-0.0212 ns` |
## cells by family after synthesis
| logic type | Yosys count | synth area share |
|---|---|---|
| buffers and inverters | 74 | 0.127 |
| xor gates and xnor gates | 3 | 0.00895 |
| AOI/OAI and AO/OA | 251 | 0.569 |
| and+or+nand+nor | 154 | 0.288 |
| muxes | 2 | 0.00681 |
## placed cells by master, fill, tap and decap left out, types with 3 or more instances in the layout
cell type,instances
o211a_1,4
inv_1,3
nor2b_1,22
nand2b_1,18
o221ai_1,4
a311o_1,3
a211oi_1,14
nor4_1,3
a32oi_1,4
a21oi_1,57
nand3_1,10
o211ai_1,6
o22ai_1,15
clkdlybuf4s50_1,32
a221oi_1,11
nand3b_1,4
and3b_1,4
nand2_1,30
o21ai_0,60
o21a_1,5
a221o_1,5
and3_1,3
and2_1,5
nor3_1,7
a31oi_1,14
buf_12,6
a2bb2oi_1,3
nor3b_1,7
buf_2,4
nor2_1,24
or2_1,4
a22oi_1,13
buf_4,58
## final cells by class
type               instances  area share
multi-input cells        410       0.710
inverters                  5     0.00519
repair buffers           102       0.252
well taps                 96      0.0332
## worst paths after layout
check | from | end | slack (ns)
max | address[5] | value[10] | -0.02
min | address[1] | value[26] | 2.27
## stage by stage
step / setup TNS (ns) / util / area, µm² / power [mW]
5_1_grt: 0 / 0.521 / 3620 / 0.591
4_1_cts: 0 / 0.520 / 3610 / 0.536
3_3_place_gp: 0 / 0.520 / 3610 / 0.538
2_1_floorplan: 0 / - / 2940 / 0.296
6_report: -0.0212 / 0.521 / 3620 / 0.557
3_5_place_dp: 0 / 0.520 / 3610 / 0.534
## worst max-delay path, stage by stage
cell             delay, ns
clkbuf_4              0.23
nor2_1                0.79
nor4_1                0.12
a2111oi_0             0.53
a31oi_1               0.08
clkdlybuf4s50_1       0.43
## metal layers
| layer | share of wire | GRT usage | up-vias |
|---|---|---|---|
| met5 | 0 | 0 | - |
| met4 | 0.068 | 0.213 | 0 |
| met3 | 0.16 | 0.129 | 100 |
| met2 | 0.40 | 0.591 | 444 |
| met1 | 0.37 | 0.554 | 1991 |
| li1 | - | - | 1943 |
## report_power, final
group          total (mW)  switching (mW)  internal [mW]
Combinational       0.557           0.303          0.254
Sequential              0               0              0
Clock                   0               0              0
Power and IR drop assume default switching activity.
