[run.sh]
#!/bin/bash
# OpenROAD 26Q1-2900-gdf79404cd8, Yosys 0.63+post, stock flow scripts
make -C /OpenROAD-flow-scripts/flow DESIGN_CONFIG=/design/flow/config.mk WORK_HOME=/design/flow/orfs finish
[config.mk]
export PLATFORM = sky130hd
export DESIGN_NAME = ThirtytwobitAdder
export DESIGN_NICKNAME = ThirtytwobitAdder
export VERILOG_FILES = /design/flow/design.v
export SDC_FILE = /design/flow/constraint.sdc
export NUM_CORES = 4
export LEC_CHECK = 1
export CORE_UTILIZATION = 30
[constraint.sdc]
current_design ThirtytwobitAdder

set clk_period 6.8
set clk_io_pct 0.2

create_clock -name clk0 -period $clk_period

set non_clock_inputs [all_inputs -no_clocks]
set_input_delay [expr $clk_period * $clk_io_pct] -clock clk0 $non_clock_inputs
set_output_delay [expr $clk_period * $clk_io_pct] -clock clk0 [all_outputs]
[design.v]
module FourbitAdder(A, B, CarryIn, Result, CarryOut, G, P);
	input[3:0] A, B;
	input CarryIn;
	output[3:0] Result;
	output CarryOut;
	output G, P;
	wire Carry01, Carry12, Carry23;
	wire[3:0] g, p;
	OnebitAdder Bit0(A[0], B[0], CarryIn, Result[0], Carry01, g[0], p[0]);
	OnebitAdder Bit1(A[1], B[1], Carry01, Result[1], Carry12, g[1], p[1]);
	OnebitAdder Bit2(A[2], B[2], Carry12, Result[2], Carry23, g[2], p[2]);
	OnebitAdder Bit3(A[3], B[3], Carry23, Result[3], CarryOut, g[3], p[3]);
	assign G = g[3]|(p[3]&g[2])|(p[3]&p[2]&g[1])|(p[3]&p[2]&p[1]&g[0]);
	assign P = p[3]&p[2]&p[1]&p[0];
endmodule
module OnebitAdder(A, B, CarryIn, Result, CarryOut, Andresult, Orresult);
	input A, B, CarryIn;
	output Result, CarryOut;
	output Andresult, Orresult;  
	wire ABxor;
	assign Andresult = A&B;
	assign Orresult = A|B;
	assign ABxor = A^B;
	assign Result = ABxor^CarryIn;
	assign CarryOut = (A&B)|(CarryIn&ABxor);
endmodule
module ThirtytwobitAdder(A, B, Result);
	input[31:0] A, B;
	output[31:0] Result;
	wire[7:0] CarryIn, CarryOut;
	wire[7:0] G, P;
	wire[7:0] C;  
	FourbitAdder adder1(A[3:0], B[3:0], CarryIn[0], Result[3:0], CarryOut[0], G[0], P[0]);
	FourbitAdder adder2(A[7:4], B[7:4], CarryIn[1], Result[7:4], CarryOut[1], G[1], P[1]);
	FourbitAdder adder3(A[11:8], B[11:8], CarryIn[2], Result[11:8], CarryOut[2], G[2], P[2]);
	FourbitAdder adder4(A[15:12], B[15:12], CarryIn[3], Result[15:12], CarryOut[3], G[3], P[3]);
	FourbitAdder adder5(A[19:16], B[19:16], CarryIn[4], Result[19:16], CarryOut[4], G[4], P[4]);
	FourbitAdder adder6(A[23:20], B[23:20], CarryIn[5], Result[23:20], CarryOut[5], G[5], P[5]);
	FourbitAdder adder7(A[27:24], B[27:24], CarryIn[6], Result[27:24], CarryOut[6], G[6], P[6]);
	FourbitAdder adder8(A[31:28], B[31:28], CarryIn[7], Result[31:28], CarryOut[7], G[7], P[7]);
	assign CarryIn = C;
	assign C[0] = 0;
	assign C[1] = G[0];
	assign C[2] = G[1]|(P[1]&G[0]);
	assign C[3] = G[2]|(P[2]&G[1])|(P[2]&P[1]&G[0]);
	assign C[4] = G[3]|(P[3]&G[2])|(P[3]&P[2]&G[1])|(P[3]&P[2]&P[1]&G[0]);
	assign C[5] = G[4]|(P[4]&C[4]);
	assign C[6] = G[5]|(P[5]&G[4])|(P[5]&P[4]&C[4]);
	assign C[7] = G[6]|(P[6]&G[5])|(P[6]&P[5]&G[4])|(P[6]&P[5]&P[4]&C[4]);
endmodule
==> results.json <==
{
  "die_y_microns": 84.25,
  "leakage_nw": 1.459,
  "dieArea_sq_um": 7098,
  "cpLargestDelayFamily": "adder cells",
  "mostFrequentLayoutCell": "clkdlybuf4s50_1",
  "num_antenna_cells": 0,
  "hold_class": "primary input to primary output",
  "vdd_drop_max_v": 0.00003326,
  "vias_per_cell": 4.016,
  "cap_violations": 0,
  "crit_arrival_ps": 4920,
  "fp-utilization": 0.3160,
  "worst_setup_path_start_kind": "primary input",
  "path_common_cell": "fa_1",
  "worstHoldStart": "B[0]",
  "num_vias": 1522,
  "final_cell_mix": "96 x clkdlybuf4s50_1, 73 x inv_1, 55 x ha_1",
  "detail_route.iter0.violations": 21,
  "synth_area_sq_um": 2029,
  "fin_util": 0.4432,
  "area_delta_synth_final_pct": 40.26,
  "min_path_cells": 3,
  "tool_warnings": 79,
  "max_freq_mhz": 159.1,
  "firstDrtPassIters": 21,
  "ys_warn_count": 0,
  "cts_setup_buffers": 0,
  "chipWidth_microns": 84.25,
  "critical-path-slowest-cell": "clkdlybuf4s50_1",
  "port_buffers": 96,
  "cp_cell_sequence": "clkdlybuf4s50_1 > inv_1 > ha_1 > nor2b_1 > o21ai_0 > a21oi_1 > nor3_1 > and3b_4 > o31ai_1 > fa_1 > fa_1 > fa_1 > xor2_1 > clkdlybuf4s50_1",
  "synth.distinct_cells": 26,
  "drc_errors": 0,
  "end_kind": "primary output",
  "synth-cells-yosys": 238,
  "topCellsByArea": "ha_1 34%, fa_1 23%, inv_1 14%",
  "rsz0062_at_grt": "no",
  "coreArea_sq_um": 6422,
  "wl_per_cell_microns": 9.454,
  "antenna_found_initial": 0,
  "p_per_area_nw_per_um2": 71.32,
  "yosysTopAreaCellShare": 0.3391,
  "status": "completed",
  "grt_pass1_wl_microns": 6313,
  "nClkBuffers": 0,
  "pin_count": 96,
  "syn_inst": 238,
  "critical_path_class": "primary input to primary output",
  "grt_overflow": 0,
  "worstPathMaxFanout": 3,
  "cp_num_buf_inv": 3,
  "flops": 0,
  "top_area_cell": "ha_1",
  "ys_seq_share": 0,
  "first_global_vias": 1489,
  "hpwl_microns": 3429,
  "setup_viol": 0,
  "hold_viol_final": 0,
  "slew_headroom": 0.7550,
  "drtAntennaViolNets": 0,
  "grt_use_total": 0.1083,
  "min_to": "Result[0]",
  "crit_path_max_incr_delay_ps": 470,
  "setup_tns_ps": 0,
  "period_used_share": 0.9241,
  "seq_area_sq_um": 0,
  "nFillCells": 608,
  "tightest_slew_ps": 364.7,
  "yosys_area_sq_um": 2029,
  "grt_max_degree": 4,
  "wl_microns": 3583,
  "place_ws_ps": 449.1,
  "num_rows": 29,
  "cts_resized": 0,
  "drive_gt1_frac": 0.01656,
  "syn_avg_cell_area_sq_um": 8.527,
  "slew_violations": 0,
  "setup_ws_ps": 515.9,
  "min_period_ps": 6284,
  "gp_congestion": 0.8055,
  "critPathRequiredTime_ps": 5440,
  "cts_hold_buffers": 0
}
==> cells in the mapped netlist <==
master    count
inv_1        73
ha_1         55
buf_4        32
fa_1         23
a21oi_1      14
xor2_1        7
nor2_1        6
o21bai_1      3
o31ai_1       3
nand2_1       2
nor2b_1       2
nor3_1        2
or4_1         2
xnor2_1       2
a211oi_2      1
a21o_1        1
and3b_4       1
clkinv_1      1
nand2b_1      1
nor4_1        1
o211ai_1      1
o21ai_0       1
o21ai_1       1
o221a_2       1
o41ai_2       1
or4_4         1
==> logic make-up (layout without fill, tap and decap cells) <==
family,Yosys count,after routing,synth area share
simple gates,18,18,0.05117
xor+xnor,9,9,0.03884
buf+inv,106,170,0.2552
fa+ha+maj,78,78,0.5660
compound gates,27,27,0.08878
==> routing by layer <==
metal	global-route usage	vias to the layer above	wire length [microns]
met2	0.1885	51	1674
met3	0.01693	0	310
met1	0.1546	674	1599
met4	0	0	0
li1	-	797	-
met5	0	-	0
==> worst max path at each step <==
| stage | slack [ps] | depth (start not counted) | end | from |
|---|---|---|---|---|
| 5_1_grt | 190 | 14 | Result[23] | A[5] |
| 4_1_cts | 430 | 14 | Result[27] | A[5] |
| 6_report | 520 | 14 | Result[27] | A[5] |
==> through the flow <==
stage,std cells,hold slack (ps),cell area [sq um],power [mW]
floorplan,238,2893,2029,0.1182
global placement,379,3734,2846,0.2070
detailed placement,379,3748,2846,0.2067
CTS,379,3744,2846,0.2088
global route,379,3757,2846,0.2310
finish,379,3737,2846,0.2030
==> power by group <==
group | total, mW | switching, mW | leakage, nW | internal [mW]
sequential | 0 | 0 | 0 | 0
combinational | 0.203 | 0.0667 | 1.46 | 0.136
clock | 0 | 0 | 0 | 0
==> layout make-up <==
cell class                      count  area, sq um  share of cell area
Timing Repair Buffer               96        960.9              0.3376
Multi-Input combinational cell    132         1511              0.5310
Inverter                           74        277.8             0.09758
Tap cell                           77        96.34             0.03385
No activity file was given, so power comes from the tool's default toggle rates.
