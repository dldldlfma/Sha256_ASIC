==> /design/flow/design.v <==
module ParaToSerial(clk, rst_n, enable, in, out);
	input clk, rst_n;
	input enable;
	input[255:0] in;
	output[31:0] out;
	reg[2:0] counter;
	wire isZero;
	wire[31:0] word[0:7];
	genvar i;
	generate for (i=0; i<8; i=i+1) begin : genword
		assign word[i] = in[32*(8-i)-1:32*(8-i-1)];
	end endgenerate
	assign isZero = ~|counter[2:0];
	assign out = word[counter];
	always @(posedge clk) counter <= (rst_n)?((isZero&(~enable))?counter:counter+1):3'h0;
endmodule
==> /design/flow/run.sh <==
#!/bin/bash
# OpenROAD 26Q1-2900-gdf79404cd8, Yosys 0.63+post, stock flow scripts
make -C /OpenROAD-flow-scripts/flow DESIGN_CONFIG=/design/flow/config.mk WORK_HOME=/design/flow/orfs finish
==> /design/flow/config.mk <==
export PLATFORM = sky130hd
export DESIGN_NAME = ParaToSerial
export DESIGN_NICKNAME = ParaToSerial
export VERILOG_FILES = /design/flow/design.v
export SDC_FILE = /design/flow/constraint.sdc
export NUM_CORES = 4
export LEC_CHECK = 1
export CORE_AREA = 10 10 120 120
export DIE_AREA = 0 0 130 130
==> /design/flow/constraint.sdc <==
current_design ParaToSerial

set clk_period 6.9
set clk_io_pct 0.2

create_clock -name clk0 -period $clk_period [get_ports {clk}]

set non_clock_inputs [all_inputs -no_clocks]
set_input_delay [expr $clk_period * $clk_io_pct] -clock clk0 $non_clock_inputs
set_output_delay [expr $clk_period * $clk_io_pct] -clock clk0 [all_outputs]
==> results_slide.txt <==
Physical Implementation Snapshot

Clock network
  • CTS resizes: 0
  • CTS tree: yes
  • Clock sinks: 3
  • Clock slew at reported path FFs: 0.03 ns
  • Post-CTS setup buffer count: 0
  • CTS H-tree lvls: 1
  • Max Buffers Root-to-Sink: 2
  • Hold_buf cts: 0
  • CTS Buf Count: 3
  • Root Driver: clkbuf_16
  • Clk latency late pin: 0.22 ns

Drt
  • Antenna viol nets, final: 0
  • DRC Markers: 0
  • Via total after detailed routing: around 3,600
  • Wirelength per Cell: between 20 and 25 um
  • Starting DRT DRC Count: between 200 and 300
  • Routed vias/inst: between 5 and 6
  • N_diodes: 0
  • DR pass1 iterations: 7
  • Routed Wire Length: about 16 mm

Logic synthesis
  • Yosys cell count: approximately 290
  • Syn_area_per_cell: approximately 7.9 um2
  • #FFs+latches synth: 3
  • Synth warn: 1
  • Area leader share: 0.215
  • Synthesized area: about 2300 um2
  • Post-synthesis instance total: 287
  • Post-synthesis sequential area ratio: 0.0265
  • Unique cell types: 22
  • Area leader, netlist: a41oi_2
  • Top cells by area: a41oi_2, mux2_2, a222oi_1, a22o_1, nand2_1
  • Yosys Chip Area: 2270 um2

Place
  • Gpl congestion: 0.933
  • Post-placement cell area: about 5300 um2
  • Number of buffers added on ports: slightly below 300
  • Post-DP HPWL: approximately 13 mm

Setup path
  • WP data arrival: about 3.3 ns
  • Startpoint Class: flop
  • Worst-path maximum fanout: 22
  • Worst EP required: between 5 and 6 ns
  • CP endpoint kind: primary output
  • Critical path class: flop to primary output
  • R2R depth: 6

Layout
  • Most frequent logic cells in the routed design: clkdlybuf4s50_1, nand2_1
  • Reg with most FFs: counter
  • Core Util, Final: 0.448
  • Design area: approximately 5300 um2
  • Most instantiated logic cell after routing: clkdlybuf4s50_1
  • Share of layout cells above drive strength 1: 0.142
  • Biggest regs: counter (3)
  • Max FFs per register: 3
  • Area growth syn-to-layout: 135%
  • Fill cell count: between 1,000 and 1,500

Floorplanning
  • Rows: ~40
  • Total Die Area: 16,900 um2
  • Ports: ~290
  • Fp_density: 0.190
  • CORE AREA: between 10,000 and 15,000 um2
  • Die X: between 100 and 150 um
  • Chip height: approximately 130 um

STA
  • Worst slew pin tran: a little over 0.6 ns
  • Final setup fails: 0
  • RSZ-0062 raised after global routing: no
  • Slew Limit Fails: 0
  • Tcrit/Tclk final: 0.684
  • Post-layout min period: roughly 4.7 ns
  • Hold_ws: between 0.5 and 0.6 ns
  • Fmax: approximately 210 MHz
  • Worst Clk Skew: around 0.0014 ns
  • Relative slew slack: 0.588
  • TNS Setup: 0 ns
  • Hold Vio Cnt, Final: 0

GRT
  • First-pass GRT wire length: between 20 and 25 mm
  • Largest net degree at the start of global routing: 49
  • Initial antenna violation count: 0
  • Total gr overflow: 0
  • Vias in the first global route: between 3,000 and 4,000
  • Gr usage total: 0.178

Pwr
  • Worst IR Drop VDD: between 0.0002 and 0.00025 V
  • Combinational power share: 0.920
  • Internal Power: 921 uW
  • Sw Ratio: 0.427
  • P_leak: approximately 1.8 nW
  • Psw: just under 700 uW
  • Clock Power Share: 0.057
  • Power Density: 302 nW/um2
  • Sequential share of power: 0.024

Job
  • Max_cap viols: 0
  • Tool warnings: 29

Status
  • Status: finished, final reports clean

Hold path
  • Hold Path Stages: 2
  • HP Class: flop to flop
per-layer routing:
| metal | GRT usage | up-vias | share of wire |
|---|---|---|---|
| met4 | 0.0212 | 0 | 0.0096 |
| met2 | 0.312 | 204 | 0.49 |
| met3 | 0.0617 | 12 | 0.11 |
| met5 | 0 | - | 0 |
| li1 | - | 1704 | - |
| met1 | 0.210 | 1698 | 0.39 |
worst paths after layout:
check	startpoint	to	slack [ns]
max	counter[2]	out[26]	2.18
min reg2reg	counter[1]	counter[1]	0.59
min	counter[1]	counter[1]	0.59
max reg2reg	counter[0]	counter[1]	4.97
critical path, cell delays in order, from the launching register on:
cell and delay [ns]:
dfxtp_2 0.61, inv_1 0.09, ha_1 0.22, or4_1 0.54
or2_2 0.50, buf_4 0.32, a41oi_1 0.28, clkdlybuf4s50_1 0.52
cell type report:
cell class | instances | area [um2] | share of cell area
Clock buffer | 4 | 78.8 | 0.0148
Inverter | 3 | 11.3 | 0.00211
Multi-Input combinational cell | 240 | 2020 | 0.379
Sequential cell | 3 | 61.3 | 0.0115
Tap cell | 147 | 184 | 0.0345
Timing Repair Buffer | 300 | 2980 | 0.558
cells in the mapped netlist, drive strengths merged:
master and count:
a222oi 32, a22o 32, a41oi 32, and2 2, buf 8, clkbuf 33, dfxtp 3, ha 6
inv 3, mux2 32, mux2i 1, nand2 64, nor2b 2, nor3 32, nor3b 2, or2 1
or4 1, xnor2 1
metrics by stage:
| stage | power (mW) | cells | worst slack (ns) |
|---|---|---|---|
| after floorplan | 0.770 | 287 | 2.71 |
| after global placement | 1.54 | 693 | 2.46 |
| after detailed placement | 1.53 | 693 | 2.43 |
| after CTS | 1.63 | 697 | 2.19 |
| after global routing | 1.72 | 697 | 2.05 |
| final | 1.61 | 697 | 2.18 |
cells by family (layout without fill, tap and decap cells):
| family | after synthesis | count (layout) | synth area share |
|---|---|---|---|
| xor gates and xnor gates | 1 | 1 | 0.00387 |
| buffers and inverters | 44 | 307 | 0.0845 |
| AOI/OAI and AO/OA | 96 | 96 | 0.488 |
| DFF | 3 | 3 | 0.0265 |
| and+or+nand+nor | 104 | 104 | 0.200 |
| adders and majority gates | 6 | 6 | 0.0331 |
| muxes | 33 | 33 | 0.163 |
power by group through the flow:
stage	clock network, mW	registers (mW)	logic, mW
finish	0.0911	0.0381	1.48
CTS	0.0923	0.0382	1.50
global route	0.0965	0.0400	1.59
Power is estimated from default activity; no workload was simulated.
